==> /design/flow/design.v <==
module carwash(output reg [3:0]state,  
				output reg complete, 
				input [1:0] selection,  
				input reset, 
				input clk,  
				input timerClk,  
				input approvalStatus); 
	parameter noSelection = 0;
	parameter basicWash = 1;
	parameter basicWash_plus = 2;
	parameter detailWash = 3;
	parameter makeSelection = 0;  
	parameter preSoak = 1;
	parameter tireSoak = 2;
	parameter curtainWipe = 3;
	parameter foamApp = 4;
	parameter sealantApp = 5;
	parameter scrub = 6;
	parameter tireScrub = 7;
	parameter waterJet = 8;
	parameter underCarJet= 9;
	parameter rinse = 10;
	parameter underCarRinse = 11;
	parameter wax = 12;
	parameter dry = 13;
	parameter washComplete = 14;
	parameter preSoak_time_s = 5;  
	parameter tireSoak_time_s = 3;
	parameter curtainWipe_time_s = 2;
	parameter foamApp_time_s = 7;
	parameter sealantApp_time_s = 3;
	parameter scrub_time_s = 3;
	parameter tireScrub_time_s = 3;
	parameter waterJet_time_s = 1;
	parameter underCarJet_time_s = 5;
	parameter rinse_time_s = 10;
	parameter underCarRinse_time_s = 5;
	parameter wax_time_s = 3;
	parameter dry_time_s = 4;
	wire [255:0] paymentApproved;  
	wire [255:0] posState; 
	reg [255:0] resetPos;  
	reg [255:0] resetTimer;  
	reg [255:0]timer_s;  
	wire timerComplete;  
	wire [255:0] timerState;
	wire [255:0] sec;
	pos myPos(paymentApproved, posState, resetPos, selection, approvalStatus, clk);
	timer myTimer(timerClk, resetTimer, timer_s,sec, timerComplete, timerState);
	always @(posedge clk) begin  
		if (reset) begin 
			state <= makeSelection;
			complete <= 0;  
			resetPos <= 1;  
			resetTimer <= 1;  
		end
		else case(state)
			makeSelection: begin
							resetPos <= 0;
							if (selection != noSelection && !reset && !complete && paymentApproved) 
								state <= preSoak;
							end 
			preSoak: begin
						if (!timerComplete)begin  
							timer_s <= preSoak_time_s;  
							resetTimer <= 0;  
						end
						else begin  
							resetTimer <= 1;
							if (selection != basicWash)
								state <= tireSoak;
							else
								state <= curtainWipe;
						end
					end 
			tireSoak: begin 
						if (!timerComplete)begin
							timer_s <= tireSoak_time_s;
							resetTimer <= 0;  
						end
						 else begin 
						 	state <= curtainWipe;
						 	resetTimer <= 1;
						 end 
					end 
			curtainWipe: begin 
							if (!timerComplete) begin
								timer_s <= curtainWipe_time_s;
								resetTimer <= 0;  
							end
							else begin
								state <= foamApp;
								resetTimer <= 1;
							end 
						end
			foamApp: begin 
						if (!timerComplete) begin
							timer_s <= foamApp_time_s;
							resetTimer <= 0;  
						end
						else begin  
							if (selection == detailWash) begin
								state <= sealantApp;
								resetTimer <= 1;
							end 
							else begin 
								state <= scrub;
								resetTimer <= 1;
							end  
						end
					end
			sealantApp: begin 
							if (!timerComplete) begin
								timer_s <= sealantApp_time_s;
								resetTimer <= 0;  
							end
							else begin 
								state <= scrub;
								resetTimer <= 1;
							end 
						end
			scrub: begin 
						if (!timerComplete) begin
							timer_s <= scrub_time_s;
							resetTimer <= 0;  
						end
						else begin 
							if (selection != basicWash)begin
								state <= tireScrub;
								resetTimer <= 1;
							end 
							else begin 
								state <= waterJet;
								resetTimer <= 1;
							end 
						end 
					end 
			tireScrub: begin
							if (!timerComplete) begin
								timer_s <= tireScrub_time_s;
								resetTimer <= 0;  
							end 
							else begin  
								state <= waterJet;
								resetTimer <= 1;
							end 
						end
			waterJet: begin
						if (!timerComplete) begin
							timer_s <= waterJet_time_s;
							resetTimer <= 0;  
						end 
						else begin 
							if (selection == detailWash) begin
								state <= underCarJet;
								resetTimer <= 1;
							end 
							else begin 
								state <= rinse;
								resetTimer <= 1;
							end 
						end
					end  
			underCarJet: begin
							if (!timerComplete) begin
								timer_s <= underCarJet_time_s;
								resetTimer <= 0;  
							end 
							else begin 
							 	state <= rinse;
							 	resetTimer <= 1;
							 end 
						 end 
			rinse: begin 
						if (!timerComplete) begin
							timer_s <= rinse_time_s;
							resetTimer <= 0;  
						end 
						else begin 
						if (selection == detailWash) begin
							state <= underCarRinse;
							resetTimer <= 1;
						end 
						else begin 
							state <= dry;
							resetTimer <= 1;
						end 
						end
					end  
			underCarRinse: begin
								if (!timerComplete) begin
									timer_s <= underCarRinse_time_s;
									resetTimer <= 0;  
								end 
								else begin  
									state <= wax;
									resetTimer <= 1;
								end
							end  
			wax: begin
					if (!timerComplete) begin
						timer_s <= wax_time_s;
						resetTimer <= 0;  
					end 
					else begin  
						state <= dry;
						resetTimer <= 1;
					end 
				end 
			dry: begin 
					if (!timerComplete) begin
							timer_s <= dry_time_s;
							resetTimer <= 0;  
						end 
					else begin 
						state <= washComplete;
						resetTimer <= 1;
					end 
				end 
			washComplete: begin
							complete <= 1;
							state <= makeSelection;
							resetTimer <= 1;
						end 
			default: begin state <= makeSelection;
				resetTimer <= 1;
			end 
		endcase
	end 
endmodule  
module pos (output reg [255:0] approved,  
			output reg [255:0] state,
			input [255:0] reset,	 
			input [1:0] selectionInput,  
			input approvalStatus,  
			input clk); 
	parameter noSelection = 2'b00;
	parameter basicWash = 2'b01;
	parameter basicWash_plus = 2'b10;
	parameter detailWash = 2'b11;
	parameter makeSelection = 2'b00;
	parameter awaitingApproval = 2'b01;
	parameter printReciept = 2'b10;
	always @(posedge clk) begin  
		if (reset) begin 
			state <= makeSelection;
			approved <= 0;
		end 
		else case(state)
			makeSelection: begin
								if(selectionInput != noSelection && !reset && !approved)
									state <= awaitingApproval;
							end
			awaitingApproval: begin
									if (approvalStatus)  
										state <= printReciept;
									else 
										state <= makeSelection;
								end 
			printReciept: begin
								approved <= 1;
								state <= makeSelection;
							end 
			default: state <= makeSelection;
		endcase
	end
endmodule
module timer(input clk,  
				input [255:0] reset,  
				input [255:0] time_s,  
				output reg[255:0] sec,  
				output reg complete,
				output reg [255:0] state);
parameter setTime = 2'b00;
parameter countdown = 2'b01;
parameter finish = 2'b10;
always @(posedge clk) begin  
	if(reset) begin  
		state <= setTime;
		complete <= 0;
	end 
	else case(state)
		setTime: begin
					if(!reset & !complete)begin  
						sec <= time_s;
						state <= countdown;  
					end
					else begin
						sec <= 0;
					end  
				end
		countdown: begin
						sec <= sec -1;
						if (sec == 1)
							state <= finish;
					end
		finish: begin
				complete <= 1;
				state <= setTime;
				end
		default: state <= setTime;  
	endcase 
end 
endmodule 
==> /design/flow/run.sh <==
#!/bin/bash
# OpenROAD 26Q1-2900-gdf79404cd8, Yosys 0.63+post, stock flow scripts
make -C /OpenROAD-flow-scripts/flow DESIGN_CONFIG=/design/flow/config.mk WORK_HOME=/design/flow/orfs finish
==> /design/flow/config.mk <==
export PLATFORM = sky130hd
export DESIGN_NAME = carwash
export DESIGN_NICKNAME = carwash
export VERILOG_FILES = /design/flow/design.v
export SDC_FILE = /design/flow/constraint.sdc
export NUM_CORES = 4
export LEC_CHECK = 1
export CORE_UTILIZATION = 40
==> /design/flow/constraint.sdc <==
current_design carwash

set clk_period 3.4
set clk_io_pct 0.2

create_clock -name clk0 -period $clk_period [get_ports {clk}]
create_clock -name clk1 -period $clk_period [get_ports {timerClk}]

set non_clock_inputs [all_inputs -no_clocks]
set_input_delay [expr $clk_period * $clk_io_pct] -clock clk0 $non_clock_inputs
set_output_delay [expr $clk_period * $clk_io_pct] -clock clk0 [all_outputs]
==> impl_metrics.env <==
# physical design summary
export IMPL_cpLargestDelayFamily="simple AND/OR/NAND/NOR gates"
export IMPL_r2r_slack_ns=0.14
export IMPL_cpMaxStageDelayCell="or4_4"
export IMPL_final_area_um2=20070
export IMPL_ys_cells=1757
export IMPL_fill_cells=3797
export IMPL_ys_flops=275
export IMPL_yosysTopAreaCell="edfxtp_1"
export IMPL_p_per_area_nw_per_um2=383.6
export IMPL_startpoint="myTimer.sec[87]"
export IMPL_cts_tree="done"
export IMPL_grt_max_degree=90
export IMPL_min_to="myTimer.state[2]"
export IMPL_status="complete, no violations"
export IMPL_postRouteAntennaNets=0
export IMPL_yosys_area_um2=16780
export IMPL_edf_count=260
export IMPL_whs_path_depth=1
export IMPL_topCellsByArea="edfxtp_1 47%, nor2_1 6.4%, xnor2_1 5.2%"
export IMPL_top_cell="nor2_1"
export IMPL_track_usage_pct=27.97
export IMPL_io_pins=11
export IMPL_fin_cells=2504
export IMPL_rsz0062_at_grt="true"
export IMPL_postPlaceCellArea_um2=18850
export IMPL_first_pass_iters=5
export IMPL_die_width_um=206.8
export IMPL_grt_pass1_vias=14070
export IMPL_cts_num_sinks=275
export IMPL_top_cells_by_count="284 x nor2_1, 260 x edfxtp_1, 129 x nand2_1, 125 x nor3_1, 118 x nor4_1"
export IMPL_synth_seq_share_pct=48.30
export IMPL_grt_overflow_total=0
export IMPL_hold_path_startpoint="resetTimer[0]"
export IMPL_layout_drive_gt1_share_pct=14.87
export IMPL_grt_antenna_before_repair=0
export IMPL_synth_cell_types=64
export IMPL_area_delta_synth_final_pct=19.57
export IMPL_cp_cell_sequence="or3_1 > nor4_1 > nand3_1 > or4_4 > or3_4 > or4_1 > a21oi_1"
export IMPL_syn_area_um2=16780
export IMPL_top_area_share_pct=46.52
export IMPL_hpwl_um=41370
export IMPL_die_area_um2=42780
export IMPL_syn_avg_cell_area_um2=9.553
export IMPL_setup_viol=0
export IMPL_warnings=29
export IMPL_worstSetupPathType="reg -> reg"
export IMPL_fp_utilization_pct=40.83
export IMPL_wl_um=55890
export IMPL_die_y_um=206.8
export IMPL_numPlacedInstances=2438
export IMPL_synth_cells=1757
export IMPL_regArea_um2=8109
export IMPL_r2r_cells=7
export IMPL_coreArea_um2=41110
export IMPL_critPathLaunchType="flop"
export IMPL_crit_reg2reg_launch="myTimer.sec[87]"
export IMPL_clk_pin_slew_ns=0.06
export IMPL_tightest_slew_ns=0.8436
export IMPL_wl_per_cell_um=22.32
export IMPL_ys_warn_count=3
export IMPL_logic_area_um2=8496
export IMPL_cpPeakStageDelay_ns=0.59
export IMPL_ff_type="edfxtp_1"
export IMPL_totalNegativeSetupSlack_ns=0
export IMPL_cp_num_buf_inv=0
export IMPL_required_ns=3.80
export IMPL_vias_per_cell=6.000
export IMPL_hold_path_class="reg -> reg"
export IMPL_grt_pass1_wl_um=84990
export IMPL_gp_congestion=0.9859
export IMPL_drt_iter0_drc=1276
export IMPL_drv_slew=0
export IMPL_io_buffers=9
export IMPL_critPathMaxFanout=6
export IMPL_ir_drop_mv=0.3192
export IMPL_drc_errors=0
export IMPL_critPathCaptureType="flop"
export IMPL_finalHoldViolCount=0
export IMPL_std_cell_rows=74
export IMPL_vias=15020
export IMPL_cts_hold_buf=0
export IMPL_critPathArrivalTime_ns=3.66
export IMPL_clock_skew_ns=0.01822
export IMPL_max_cap_violations=0
export IMPL_cellLeakagePower_nw=5.848
export IMPL_worst_slew_margin_rel_pct=43.24
export IMPL_synth_async_reset_ratio_pct=0
export IMPL_r2r_end="myTimer.sec[237]"
## cells in the final DEF (no fill, tap or decap), drive strengths merged, types with 13 or more instances in the layout
master / n
nand4b: 16
nand2: 129
a21oi: 63
nand3: 65
mux2i: 15
clkinv: 13
clkbuf: 46
or4: 68
nor2: 284
nand4: 61
buf: 196
nor4b: 13
nand2b: 29
edfxtp: 260
xor2: 75
and4: 13
or3: 80
nor3: 125
o21ai: 38
nor4: 128
xnor2: 99
dfxtp: 15
inv: 15
## flip-flops by register name, summed over array words and instances, names as in the netlist
signal,cells
myTimer.state,3
complete,1
myTimer.complete,1
myTimer.sec,256
myPos.approved,1
timer_s,4
myPos.state,3
resetPos,1
state,4
resetTimer,1
## final cells by class
type | instances | share of cell area [%]
Multi-Input combinational cell | 1413 | 42.33
Sequential cell | 275 | 40.41
Timing Repair Buffer | 205 | 7.968
Clock buffer | 46 | 4.888
Tap cell | 532 | 3.317
Clock inverter | 17 | 0.7731
Inverter | 15 | 0.3055
Antenna cell | 1 | 0.01247
## how the worst max path moves through the flow
stage | end | slack (ns) | depth (start not counted)
after CTS | myTimer.sec[238] | 0.02 | 7
after global routing | myTimer.sec[246] | -0.02 | 8
final | myTimer.sec[237] | 0.14 | 7
## timing repair
action / in CTS / in global routing
resized: 0 / 13
setup buffers: 0 / 2
setup endpoints to repair: 0 / 42
## cells by family after synthesis
kind of cell	count (synthesis)	share of synthesized area, %
XOR/XNOR	174	9.079
AND/OR/NAND/NOR	1065	34.31
AND-OR/OR-AND	157	5.695
adder cells (fa/ha/maj)	2	0.1491
buffers and inverters	69	1.565
multiplexers	15	0.8945
flip-flops	275	48.30
## metrics by stage
stage                     utilization [%]  power (W)  hold slack (ns)  setup WS (ns)
after global routing                48.81   0.007920           0.2346       -0.01703
after global placement              45.85   0.004045           0.4228        0.08029
after CTS                           48.62   0.007782           0.2149        0.02412
after detailed placement            45.85   0.004048           0.4386        0.02853
final                               48.82   0.007699           0.2364         0.1394
after floorplan                         -   0.003976           0.4144         -1.571
## worst register-to-register path, delay by kind of cell (launching register included)
| family | cells | cell delay, ns |
|---|---|---|
| and+or+nand+nor | 6 | 2.52 |
| DFF | 1 | 0.43 |
| AOI/OAI and AO/OA | 1 | 0.15 |
## power by group
part | leakage (nW) | internal, W | switching (W)
Clock | 0.549 | 0.00220 | 0.00152
Sequential | 2.55 | 0.00373 | 0.0000591
Combinational | 2.75 | 0.0000687 | 0.000121
## layer usage
metal  vias to the layer above  global-route usage [%]  share of wire, %
met3                        98                   8.353               8.9
met1                      7214                   42.20                43
met4                         0                   7.951               3.4
met2                       602                   40.99                45
met5                         -                       0                 0
li1                       7109                       -                 -
No activity file was given, so power comes from the tool's default toggle rates.
